**flow/config.mk**
```make
export PLATFORM = sky130hd
export DESIGN_NAME = DE2_115
export DESIGN_NICKNAME = DE2_115
export VERILOG_FILES = /design/flow/design.v
export SDC_FILE = /design/flow/constraint.sdc
export NUM_CORES = 4
export LEC_CHECK = 1
export CORE_AREA = 10 10 190 190
export DIE_AREA = 0 0 200 200
```
**flow/constraint.sdc**
```tcl
current_design DE2_115

set clk_period 3.8
set clk_io_pct 0.2

create_clock -name clk0 -period $clk_period [get_ports {CLOCK_50}]

set non_clock_inputs [all_inputs -no_clocks]
set_input_delay [expr $clk_period * $clk_io_pct] -clock clk0 $non_clock_inputs
set_output_delay [expr $clk_period * $clk_io_pct] -clock clk0 [all_outputs]
```
**flow/design.v**
```verilog
module DE2_115 (
	input CLOCK_50,
	input CLOCK2_50,
	input CLOCK3_50,
	input ENETCLK_25,
	input SMA_CLKIN,
	output SMA_CLKOUT,
	output [8:0] LEDG,
	output [17:0] LEDR,
	input [3:0] KEY,
	input [17:0] SW,
	output [6:0] HEX0,
	output [6:0] HEX1,
	output [6:0] HEX2,
	output [6:0] HEX3,
	output [6:0] HEX4,
	output [6:0] HEX5,
	output [6:0] HEX6,
	output [6:0] HEX7,
	output LCD_BLON,
	inout [7:0] LCD_DATA,
	output LCD_EN,
	output LCD_ON,
	output LCD_RS,
	output LCD_RW,
	output UART_CTS,
	input UART_RTS,
	input UART_RXD,
	output UART_TXD,
	inout PS2_CLK,
	inout PS2_DAT,
	inout PS2_CLK2,
	inout PS2_DAT2,
	output SD_CLK,
	inout SD_CMD,
	inout [3:0] SD_DAT,
	input SD_WP_N,
	output [7:0] VGA_B,
	output VGA_BLANK_N,
	output VGA_CLK,
	output [7:0] VGA_G,
	output VGA_HS,
	output [7:0] VGA_R,
	output VGA_SYNC_N,
	output VGA_VS,
	input AUD_ADCDAT,
	inout AUD_ADCLRCK,
	inout AUD_BCLK,
	output AUD_DACDAT,
	inout AUD_DACLRCK,
	output AUD_XCK,
	output EEP_I2C_SCLK,
	inout EEP_I2C_SDAT,
	output I2C_SCLK,
	inout I2C_SDAT,
	output ENET0_GTX_CLK,
	input ENET0_INT_N,
	output ENET0_MDC,
	input ENET0_MDIO,
	output ENET0_RST_N,
	input ENET0_RX_CLK,
	input ENET0_RX_COL,
	input ENET0_RX_CRS,
	input [3:0] ENET0_RX_DATA,
	input ENET0_RX_DV,
	input ENET0_RX_ER,
	input ENET0_TX_CLK,
	output [3:0] ENET0_TX_DATA,
	output ENET0_TX_EN,
	output ENET0_TX_ER,
	input ENET0_LINK100,
	output ENET1_GTX_CLK,
	input ENET1_INT_N,
	output ENET1_MDC,
	input ENET1_MDIO,
	output ENET1_RST_N,
	input ENET1_RX_CLK,
	input ENET1_RX_COL,
	input ENET1_RX_CRS,
	input [3:0] ENET1_RX_DATA,
	input ENET1_RX_DV,
	input ENET1_RX_ER,
	input ENET1_TX_CLK,
	output [3:0] ENET1_TX_DATA,
	output ENET1_TX_EN,
	output ENET1_TX_ER,
	input ENET1_LINK100,
	input TD_CLK27,
	input [7:0] TD_DATA,
	input TD_HS,
	output TD_RESET_N,
	input TD_VS,
	inout [15:0] OTG_DATA,
	output [1:0] OTG_ADDR,
	output OTG_CS_N,
	output OTG_WR_N,
	output OTG_RD_N,
	input OTG_INT,
	output OTG_RST_N,
	input IRDA_RXD,
	output [12:0] DRAM_ADDR,
	output [1:0] DRAM_BA,
	output DRAM_CAS_N,
	output DRAM_CKE,
	output DRAM_CLK,
	output DRAM_CS_N,
	inout [31:0] DRAM_DQ,
	output [3:0] DRAM_DQM,
	output DRAM_RAS_N,
	output DRAM_WE_N,
	output [19:0] SRAM_ADDR,
	output SRAM_CE_N,
	inout [15:0] SRAM_DQ,
	output SRAM_LB_N,
	output SRAM_OE_N,
	output SRAM_UB_N,
	output SRAM_WE_N,
	output [22:0] FL_ADDR,
	output FL_CE_N,
	inout [7:0] FL_DQ,
	output FL_OE_N,
	output FL_RST_N,
	input FL_RY,
	output FL_WE_N,
	output FL_WP_N,
	inout [35:0] GPIO,
	input HSMC_CLKIN_P1,
	input HSMC_CLKIN_P2,
	input HSMC_CLKIN0,
	output HSMC_CLKOUT_P1,
	output HSMC_CLKOUT_P2,
	output HSMC_CLKOUT0,
	inout [3:0] HSMC_D,
	input [16:0] HSMC_RX_D_P,
	output [16:0] HSMC_TX_D_P,
	inout [6:0] EX_IO
);
logic keydown1;
logic keydown2;
logic [3:0] random_value1;
logic [3:0] random_value2;
Debounce deb0(
	.i_in(KEY[0]),
	.i_rst_n(KEY[1]),
	.i_clk(CLOCK_50),
	.o_neg(keydown1)
);
Debounce deb1(
	.i_in(KEY[2]),
	.i_rst_n(KEY[1]),
	.i_clk(CLOCK_50),
	.o_neg(keydown2)
);
Top top0(
	.i_clk(CLOCK_50),
	.i_rst_n(KEY[1]),
	.i_start(keydown1),
	.i_mem(keydown2),
	.o_random_out(random_value1),
	.o_random_mem_out(random_value2)
);
SevenHexDecoder seven_dec0(
	.i_hex(random_value1),
	.o_seven_ten(HEX1),
	.o_seven_one(HEX0)
);
SevenHexDecoder seven_dec1(
	.i_hex(random_value2),
	.o_seven_ten(HEX3),
	.o_seven_one(HEX2)
);
assign HEX4 = '1;
assign HEX5 = '1;
assign HEX6 = '1;
assign HEX7 = '1;
endmodule
module Debounce (
	input  i_in,
	input  i_clk,
	input  i_rst_n,
	output o_debounced,
	output o_neg,
	output o_pos
);
parameter CNT_N = 7;
localparam CNT_BIT = $clog2(CNT_N+1);
logic o_debounced_r, o_debounced_w;
logic [CNT_BIT-1:0] counter_r, counter_w;
logic neg_r, neg_w, pos_r, pos_w;
assign o_debounced = o_debounced_r;
assign o_pos = pos_r;
assign o_neg = neg_r;
always_comb begin
	if (i_in != o_debounced_r) begin
		counter_w = counter_r - 1;
	end else begin
		counter_w = CNT_N;
	end
	if (counter_r == 0) begin
		o_debounced_w = ~o_debounced_r;
	end else begin
		o_debounced_w = o_debounced_r;
	end
	pos_w = ~o_debounced_r &  o_debounced_w;  
	neg_w =  o_debounced_r & ~o_debounced_w;  
end
always_ff @(posedge i_clk or negedge i_rst_n) begin
	if (!i_rst_n) begin
		o_debounced_r <= '0;
		counter_r <= '0;
		neg_r <= '0;
		pos_r <= '0;
	end else begin
		o_debounced_r <= o_debounced_w;
		counter_r <= counter_w;
		neg_r <= neg_w;
		pos_r <= pos_w;
	end
end
endmodule
module SevenHexDecoder (
	input        [3:0] i_hex,
	output logic [6:0] o_seven_ten,
	output logic [6:0] o_seven_one
);
parameter D0 = 7'b1000000;
parameter D1 = 7'b1111001;
parameter D2 = 7'b0100100;
parameter D3 = 7'b0110000;
parameter D4 = 7'b0011001;
parameter D5 = 7'b0010010;
parameter D6 = 7'b0000010;
parameter D7 = 7'b1011000;
parameter D8 = 7'b0000000;
parameter D9 = 7'b0010000;
always_comb begin
	case(i_hex)
		4'h0: begin o_seven_ten = D0; o_seven_one = D0; end
		4'h1: begin o_seven_ten = D0; o_seven_one = D1; end
		4'h2: begin o_seven_ten = D0; o_seven_one = D2; end
		4'h3: begin o_seven_ten = D0; o_seven_one = D3; end
		4'h4: begin o_seven_ten = D0; o_seven_one = D4; end
		4'h5: begin o_seven_ten = D0; o_seven_one = D5; end
		4'h6: begin o_seven_ten = D0; o_seven_one = D6; end
		4'h7: begin o_seven_ten = D0; o_seven_one = D7; end
		4'h8: begin o_seven_ten = D0; o_seven_one = D8; end
		4'h9: begin o_seven_ten = D0; o_seven_one = D9; end
		4'ha: begin o_seven_ten = D1; o_seven_one = D0; end
		4'hb: begin o_seven_ten = D1; o_seven_one = D1; end
		4'hc: begin o_seven_ten = D1; o_seven_one = D2; end
		4'hd: begin o_seven_ten = D1; o_seven_one = D3; end
		4'he: begin o_seven_ten = D1; o_seven_one = D4; end
		4'hf: begin o_seven_ten = D1; o_seven_one = D5; end
	endcase
end
endmodule
module Top (
	input        i_clk,
	input        i_rst_n,
	input        i_start,
	input        i_mem,
	output [3:0] o_random_out,
	output [3:0] o_random_mem_out
);
parameter IDLE   = 4'b0000, 
		  FINISH = 4'b0001,
		  RUN1   = 4'b0100,
		  RUN2   = 4'b0101,
		  RUN3   = 4'b0110,
		  RUN4   = 4'b0111;
logic [3:0]   state_comb, state_ff;
logic [25:0]  o_strout_comb, o_strout_ff;
logic [26:0]   counter_comb, counter_ff;
logic [3:0] key2_r, key2_w ; 
logic [3:0] mem_r, mem_w ;
wire  poly;
assign poly = o_strout_ff[0] ^ o_strout_ff[1] ^ o_strout_ff[5] ^ o_strout_ff[25];
assign o_random_out = o_strout_ff[3:0];	
assign o_random_mem_out =  key2_r ;
always_ff@(posedge i_clk or negedge i_rst_n)begin
	if(!i_rst_n)begin
		state_ff      <= IDLE;
		o_strout_ff   <= 0;
		counter_ff    <= 0;
		mem_r <= 0 ;
		key2_r <= 0;
	end
	else begin
		state_ff    <= state_comb;
		o_strout_ff <= o_strout_comb;
		counter_ff  <= counter_comb; 
		mem_r <= o_strout_ff[3:0];
		key2_r <= key2_w ;
	end
end
always_comb begin
	state_comb = state_ff;
	o_strout_comb = o_strout_ff;
	counter_comb = counter_ff;
	casex(state_ff)
		IDLE: begin
			state_comb = (i_start) ? RUN1 : IDLE;
			counter_comb = (i_start) ? 27'd0 : counter_ff + 27'd1;
			o_strout_comb = (i_start) ? {counter_ff[14:5], counter_ff[15:6], 1'b0,counter_ff[4:0]} : o_strout_ff;
		end
		FINISH: begin
			state_comb = IDLE;
			o_strout_comb = {o_strout_ff[24:0], poly};
		end
		RUN1: begin
			state_comb = (counter_ff == 26'h3ff_fff8 ) ? RUN2 : ( (i_start) ? {1'b1, state_ff[2:0]} : state_ff);
			counter_comb = (i_start) ? counter_ff :  counter_ff + 27'd8;
			o_strout_comb = (i_start || counter_ff[24:3]) ? o_strout_ff : { o_strout_ff[24:0], poly };
		end
		RUN2: begin
			state_comb = (counter_ff == 26'h3ff_fffc ) ? RUN3 : ( (i_start) ? {1'b1, state_ff[2:0]} : state_ff);
			counter_comb = (i_start) ? counter_ff :  counter_ff + 27'd4;
			o_strout_comb = (i_start || counter_ff[24:2]) ? o_strout_ff : { o_strout_ff[24:0], poly };
		end
		RUN3: begin
			state_comb = (counter_ff == 26'h3ff_fffe ) ? RUN4 : ( (i_start) ? {1'b1, state_ff[2:0]} : state_ff);
			counter_comb = (i_start) ? counter_ff :  counter_ff + 27'd2;
			o_strout_comb = (i_start || counter_ff[24:1]) ? o_strout_ff : { o_strout_ff[24:0], poly };
		end
		RUN4: begin
			state_comb = (counter_ff == 26'h3ff_ffff ) ? FINISH : ( (i_start) ? {1'b1, state_ff[2:0]} : state_ff);
			counter_comb = (i_start) ? counter_ff :  counter_ff + 27'd1;
			o_strout_comb = (i_start || counter_ff[24:0]) ? o_strout_ff : { o_strout_ff[24:0], poly };
		end
		4'b1???: begin
			state_comb = (i_start) ? {1'b0, state_ff[2:0]} : state_ff;
		end
		default: begin
		end
	endcase
end
always_comb begin
    key2_w = (i_mem)? mem_r : key2_r ; 
end
endmodule
```
**flow/run.sh**
```bash
#!/bin/bash
# OpenROAD 26Q1-2900-gdf79404cd8, Yosys 0.63+post, stock flow scripts
make -C /OpenROAD-flow-scripts/flow DESIGN_CONFIG=/design/flow/config.mk WORK_HOME=/design/flow/orfs finish
```
==> flow_summary.json <==
{
  "post_synth_xor_area_fraction_pct": 1.60,
  "report.final.hold_viol_count": 0,
  "synth_top_area_share_pct": 24.6,
  "arrival_ns": 3.14,
  "worst_path_dominant_cell_family": "multiplexers",
  "worst_max_slew_pin_slew_ns": 0.946,
  "synth_cell_types": 76,
  "path_cells": "nor2b_1 > buf_4 > mux2_1 > o21ai_2 > a221o_1 > o21ai_1 > o31ai_1",
  "timing.critical_path.fanout_max": 20,
  "postSynth.topFlopCell": "sky130_fd_sc_hd__dfrtp_1",
  "vias_per_cell": 4.41,
  "fin_crit_sh_pct": 77.0,
  "detail_route.first_pass.iterations": 8,
  "regArea_um2": 1880,
  "detail_route.iter0.violations": 575,
  "htree_levels": 3,
  "grt_pass1_wl_um": 33200,
  "relSlewSlack_pct": 37.0,
  "die_w_um": 200,
  "power-per-cell-area_nw_per_um2": 447,
  "synth.yosys.seq_area_share_pct": 24.6,
  "grt_setup_unrepaired": "false",
  "core_util_floorplan_pct": 24.0,
  "route.detailed.drc": 0,
  "route.vias.total": 6126,
  "buffer_ports.inserted": 25,
  "ys_warn_count": 195,
  "max_cap_viol_count": 0,
  "synth_compound_gate_area_share_pct": 16.4,
  "dp.final_hpwl_um": 15900,
  "dieHeight_um": 200,
  "numClockSinks": 75,
  "netlist_area_um2": 7640,
  "worst_setup_path_end_kind": "register",
  "critPathBufInv": 1,
  "final-comb-area_um2": 4490,
  "via_count_of_the_first_global_routing_pass": 6265,
  "max-clock-path-buffers": 2,
  "area_growth_syn_to_fin_pct": -0.409,
  "grt_overflow": 0,
  "mostFrequentLayoutCell": "sky130_fd_sc_hd__conb_1",
  "core_region_area_um2": 31800,
  "crit_path_start_kind": "register",
  "synth-seq-cells": 75,
  "criticalPathCategory": "reg -> reg",
  "cts_buffers": 9,
  "basic_gate_share_of_the_synthesized_area_counting_and_or_nand_and_nor_cells_pct": 20.1,
  "place.detailed.instances": 1372,
  "final_cell_mix": "226 x sky130_fd_sc_hd__conb_1, 125 x sky130_fd_sc_hd__nand2_1, 75 x sky130_fd_sc_hd__dfrtp_1",
  "fin_crit_ns": 2.93,
  "power.ir.vdd_worst_uv": 209,
  "pin_count_of_the_biggest_net_entering_global_routing": 45,
  "top_level_ports": 480,
  "mux_share_of_area_pct": 5.29,
  "stage_log_warnings": 269,
  "fillCellCount": 3457,
  "status": "finished clean",
  "gpl.final_weighted_congestion": 0.968,
  "async_flop_share_pct": 100,
  "finish.cell_count_without_fillers": 1388,
  "static-leakage-power_nw": 3.54,
  "final_layout_size_suffix_gt1_share_pct": 6.19,
  "post-synth-top-area-cell": "sky130_fd_sc_hd__dfrtp_1",
  "maxSlewViolCount": 0,
  "worst_path_largest_cell_delay_ns": 0.83,
  "crit_slowest_cell": "sky130_fd_sc_hd__mux2_1",
  "syn_area_per_cell_um2": 7.91,
  "drt-total-wl_um": 21500,
  "ys_top_logic_family": "buffers and inverters",
  "grt_usage_pct": 10.4,
  "holdBufCountCts": 0,
  "top_cells_by_area": "sky130_fd_sc_hd__dfrtp_1 25%, sky130_fd_sc_hd__buf_4 24%, sky130_fd_sc_hd__nand2_1 6.1%",
  "clkTransAtPathRegs_ns": 0.07,
  "hold_class": "in -> async",
  "postRouteAntennaNets": 0,
  "chip_area_um2": 40000,
  "max_freq_ghz": 0.342,
  "initial_antenna_violation_count": 0,
  "yosys-stat-area_um2": 7640,
  "count_of_endpoints_without_a_timing_constraint": 141,
  "floorplan.rows": 65,
  "totalNegativeSetupSlack_ns": 0,
  "synth-edff-count": 0,
  "cts.repair_timing.setup_buffer_count": 0,
  "drt-wirelength-per-cell_um": 15.5,
  "insertion_delay_ns": 0.36,
  "worstPathRequired_ns": 4.01,
  "synth_cells": 966,
  "synth_area_in_adders_pct": 4.26,
  "ys_cells": 966,
  "cts_tree": "built",
  "final_number_of_setup_violating_endpoints": 0,
  "route.antenna.diode_count": 0,
  "ctsResizeCount": 0,
  "ctsRootBufferMaster": "sky130_fd_sc_hd__clkbuf_16",
  "finalClockSkew_ns": 0.0110,
  "r2r_slack_ns": 0.87
}
## final timing paths
| path | startpoint | to | cells after the start |
|---|---|---|---|
| max | top0.state_ff[2]$_DFFE_PN0P_ | top0.counter_ff[17]$_DFFE_PN0P_ | 7 |
| min | KEY[1] | deb1.counter_r[0]$_DFF_PN0_ | 1 |
| max reg2reg | top0.state_ff[2]$_DFFE_PN0P_ | top0.counter_ff[17]$_DFFE_PN0P_ | 7 |
| min reg2reg | deb0.counter_r[0]$_DFF_PN0_ | deb0.counter_r[0]$_DFF_PN0_ | 1 |
| max in group asynchronous | KEY[1] | top0.counter_ff[11]$_DFFE_PN0P_ | 2 |
| min in group clk0 | deb0.counter_r[0]$_DFF_PN0_ | deb0.counter_r[0]$_DFF_PN0_ | 1 |
## synthesized netlist by cell type (3+ instances only)
library cell,instances
sky130_fd_sc_hd__o21ai_1,10
sky130_fd_sc_hd__nor4_2,4
sky130_fd_sc_hd__mux2_2,8
sky130_fd_sc_hd__inv_1,23
sky130_fd_sc_hd__a211oi_1,3
sky130_fd_sc_hd__nand2b_1,10
sky130_fd_sc_hd__mux2_1,17
sky130_fd_sc_hd__and2_1,5
sky130_fd_sc_hd__nor3_1,17
sky130_fd_sc_hd__nor2_1,52
sky130_fd_sc_hd__or4_1,4
sky130_fd_sc_hd__clkbuf_1,20
sky130_fd_sc_hd__dfrtp_1,75
sky130_fd_sc_hd__xnor2_1,6
sky130_fd_sc_hd__a41oi_1,5
sky130_fd_sc_hd__o21ai_0,54
sky130_fd_sc_hd__mux2i_1,10
sky130_fd_sc_hd__a21oi_1,46
sky130_fd_sc_hd__and3_1,10
sky130_fd_sc_hd__nand3_1,23
sky130_fd_sc_hd__nor2b_1,8
sky130_fd_sc_hd__a21boi_0,3
sky130_fd_sc_hd__nand4_2,3
sky130_fd_sc_hd__nand2_1,125
sky130_fd_sc_hd__nand4_1,11
sky130_fd_sc_hd__xor2_1,8
sky130_fd_sc_hd__a31oi_1,18
sky130_fd_sc_hd__o22ai_1,13
sky130_fd_sc_hd__o31ai_1,9
sky130_fd_sc_hd__ha_1,26
sky130_fd_sc_hd__a21o_1,3
sky130_fd_sc_hd__nor4_1,7
sky130_fd_sc_hd__and4_1,6
sky130_fd_sc_hd__a22o_1,3
sky130_fd_sc_hd__buf_2,24
sky130_fd_sc_hd__o211ai_1,7
sky130_fd_sc_hd__buf_4,240
## layout make-up
| cell class | instances | area share [%] |
|---|---|---|
| clock buffers | 9 | 2.96 |
| flip-flops and latches | 75 | 24.7 |
| inverters | 24 | 1.18 |
| repair buffers | 34 | 4.14 |
| multi-input cells | 804 | 59.0 |
| well taps | 435 | 7.15 |
| clock inverters | 7 | 0.888 |
## sequential cells by signal, indices dropped and copies added (netlist names), 3 cells and up
signal,cells
top0.counter_ff,27
top0.o_strout_ff,26
top0.key2_r,4
top0.mem_r,4
top0.state_ff,4
deb0.counter_r,3
deb1.counter_r,3
## metrics by stage
stage | worst slack [ns] | hold slack (ns) | area (um2) | utilization [%] | power [mW]
floorplan | 1.66 | 0.393 | 8480 | - | 2.23
global placement | 0.876 | 0.419 | 7320 | 23.0 | 2.54
detailed placement | 0.981 | 0.425 | 7320 | 23.0 | 2.54
CTS | 0.869 | 0.418 | 7610 | 23.9 | 3.42
global route | 0.731 | 0.429 | 7610 | 23.9 | 3.66
finish | 0.873 | 0.392 | 7610 | 23.9 | 3.40
## power breakdown
part / internal, mW / switching [mW]
Combinational: 0.551 / 0.723
Sequential: 0.956 / 0.307
Clock: 0.462 / 0.401
Total: 1.97 / 1.43
## cells by family (layout without fill, tap and decap cells)
logic type | Yosys count | in the layout
AOI/OAI and AO/OA | 200 | 200
xor gates and xnor gates | 14 | 14
adders and majority gates | 26 | 26
buffers and inverters | 311 | 74
DFF | 75 | 75
muxes | 36 | 36
other | 2 | 226
and+or+nand+nor | 302 | 302
## worst reg2reg max path, cell delays in order (launching register included)
cell	delay [ns]
sky130_fd_sc_hd__dfrtp_1	0.71
sky130_fd_sc_hd__nor2b_1	0.20
sky130_fd_sc_hd__buf_4	0.31
sky130_fd_sc_hd__mux2_1	0.83
sky130_fd_sc_hd__o21ai_2	0.22
sky130_fd_sc_hd__a221o_1	0.32
sky130_fd_sc_hd__o21ai_1	0.12
sky130_fd_sc_hd__o31ai_1	0.09
## layer usage
metal,vias to the layer above,share of wire (%),GRT usage [%]
met1,2851,45,14.6
met4,0,3.0,3.39
met5,-,0,0
met3,44,9.6,2.69
li1,2847,-,-
met2,384,42,15.2
Power is estimated from default activity; no workload was simulated.
